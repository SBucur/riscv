==> design.v <==
`timescale 1ns/1ps
module rv_decode (
    input   wire           clk,
    input   wire           rst,
    input   wire    [31:0] if_id_ir,
    input   wire    [31:0] if_id_pc,
    input   wire    [31:0] mem_wb_ir,
    input   wire    [31:0] mem_wb_out,
    output  reg     [31:0] id_ex_ir,
    output  reg     [31:0] id_ex_pc,
    output  reg     [31:0] id_ex_rs1,
    output  reg     [31:0] id_ex_rs2,
    output  reg     [31:0] id_ex_imm,
    output  reg     [2:0]  id_ex_funct3,
    output  reg     [6:0]  id_ex_funct7
);
    reg [31:0] regfile [31:0];
    wire [6:0] mem_wb_rd = mem_wb_ir[11:7];
    wire [31:0] imm_decode;
    wire [6:0]  op_decode;
    wire [6:0]  rd_decode;
    wire [4:0]  rs1_decode;
    wire [4:0]  rs2_decode;
    wire [2:0]  funct3_decode;
    wire [6:0]  funct7_decode;
    rv_decode_instr rdi(
        .instr_i(if_id_ir),
        .opcode(op_decode),
        .imm(imm_decode),
        .rd(rd_decode),
        .rs1(rs1_decode),
        .rs2(rs2_decode),
        .funct3(funct3_decode),
        .funct7(funct7_decode)
    );
    always @ (posedge clk or negedge rst) begin
        if(!rst) begin
            id_ex_ir        <= 32'b0;
            id_ex_pc        <= 32'b0;
            id_ex_rs1       <= 5'b0;
            id_ex_rs2       <= 5'b0;
            id_ex_imm       <= 32'b0;
            id_ex_funct3    <= 3'b0;
            id_ex_funct7    <= 7'b0;
        end
        else begin
            id_ex_ir        <= if_id_ir;
            id_ex_pc        <= if_id_pc;
            id_ex_rs1       <= regfile[rs1_decode];
            id_ex_rs2       <= regfile[rs2_decode];
            id_ex_imm       <= imm_decode;
            id_ex_funct3    <= funct3_decode;
            id_ex_funct7    <= funct7_decode;
        end
    end  
    integer i;
    always @ (posedge clk or negedge rst) begin
        if(!rst) begin
            for(i=0;i<32;i=i+1) begin
                regfile[i] <= 32'b0;
            end
        end
        else begin
            if(mem_wb_rd != 0) begin
                regfile[mem_wb_rd] <= mem_wb_out;
            end
            else begin
                regfile[0] <= 0;
            end
        end
    end  
endmodule  
`timescale 1ns/1ps
module rv_decode_instr (
    input   wire [31:0] instr_i,
    output  wire [6:0]  opcode,
    output  wire [31:0] imm,
    output  wire [6:0]  rd,
    output  wire [4:0]  rs1,
    output  wire [4:0]  rs2,
    output  wire [2:0]  funct3,
    output  wire [6:0]  funct7
);
    reg [31:0] imm_comb;
    assign opcode   = instr_i[6:0];
    assign imm      = imm_comb;
    assign rd       = instr_i[11:7];
    assign rs1      = instr_i[19:15];
    assign rs2      = instr_i[24:20];
    assign funct3   = instr_i[14:12];
    assign funct7   = instr_i[31:25];
    always @(*) begin
        imm_comb = 32'b0;
        case(opcode)
            7'b011_0011: imm_comb = 32'b0;
            7'b000_0011, 7'b001_0011: imm_comb = { {20{instr_i[31]}}, instr_i[31:20] };
            7'b010_0011: imm_comb = { {20{instr_i[31]}}, instr_i[31:25], instr_i[11:7] };
            7'b110_0011: imm_comb = { {20{instr_i[31]}}, instr_i[31], instr_i[7], instr_i[30:25], instr_i[11:8] };
            7'b011_0111, 7'b001_0111: imm_comb = { {12{instr_i[31]}}, instr_i[31:12] };
            7'b110_1111, 7'b110_0111: imm_comb = { {12{instr_i[31]}}, instr_i[31], instr_i[19:12], instr_i[20], instr_i[30:21] };
            default:    imm_comb = 32'b0;
        endcase
    end
endmodule  
==> run.sh <==
#!/bin/bash
# OpenROAD 26Q1-2900-gdf79404cd8, Yosys 0.63+post, stock flow scripts
make -C /OpenROAD-flow-scripts/flow DESIGN_CONFIG=/design/flow/config.mk WORK_HOME=/design/flow/orfs finish
==> config.mk <==
export PLATFORM = sky130hd
export DESIGN_NAME = rv_decode
export DESIGN_NICKNAME = rv_decode
export VERILOG_FILES = /design/flow/design.v
export SDC_FILE = /design/flow/constraint.sdc
export NUM_CORES = 4
export LEC_CHECK = 1
export CORE_UTILIZATION = 40
==> constraint.sdc <==
current_design rv_decode

set clk_period 2.6
set clk_io_pct 0.2

create_clock -name clk0 -period $clk_period [get_ports {clk}]

set non_clock_inputs [all_inputs -no_clocks]
set_input_delay [expr $clk_period * $clk_io_pct] -clock clk0 $non_clock_inputs
set_output_delay [expr $clk_period * $clk_io_pct] -clock clk0 [all_outputs]
==> Changelog: implementation <==
## Flow update

- DP HPWL: 166 mm
- Failing checks: negative setup slack
- Dominant Register Cell: dfrtp_1
- Sink Count: 1,172
- GRT Residual Overflow: 0
- Die area: 140,000 µm²
- Min-delay worst type: input pin to register
- Core Density at Floorplan: 0.403
- Starting DRC count in detailed routing: 5,136
- Largest net degree at the start of global routing: 106
- PnR worst setup slack: -0.0159 ns
- Tool warnings: 56
- Largest area contributor in the netlist: dfrtp_1
- Post-DRT Antenna Nets: 0
- Final RePlAce weighted congestion: 1.03
- Synth Cell Area: 55,300 µm²
- Final std cells w/o fill: 7,119
- Worst path arrival time: 3.28 ns
- Clock root buffer: clkbuf_16
- Post-synth top cells: 1,172 x dfrtp_1, 986 x mux2_2, 841 x a22oi_1
- I/O Buffers: 272
- Slowest CP cell: nor2_4
- Slew Limit Fails: 0
- Library cells used by synthesis: 66
- Worst setup SP type: input pin
- Placed instance area: 65,900 µm²
- Crit-path max cell delay: 0.93 ns
- DR WL/cell: 34.1 µm
- DR DRC count: 0
- CTS buffer count: 131
- Final wirelength: 243 mm
- Peak VDD IR: 577 µV
- Dpl ws: -0.898 ns
- P_leak: 30.5 nW
- Crit Path Max Fanout: 17
- Crit path time final: 2.62 ns
- Number of fill cells: 11.6k
- Latency at later pin: 0.79 ns
- Final hold violation count: 0
- Yosys synthesis warning count: 3
- Worst setup EP type: register
- Status: finished, violations left
- Die X: 374 µm
- Seq/Total Area, Yosys: 0.530
- Crit path kind: input pin to register
- Crit. Startpoint: if_id_ir[22]
- Core area: 137,000 µm²
- Pwr dens: 745 nW/µm²
- #FFs+latches synth: 1,172
- Final Util: 0.512
- Unrepaired setup endpoints after global routing: false
- Worst hold start: if_id_pc[29]
- H-Tree Depth: 4
- Synth top area share: 0.530
- Reg clk slew, reported paths: 0.06 ns
- CP delay by family, top: simple AND/OR/NAND/NOR gates
- Total global-route track usage: 0.359
- TritonRoute pass-1 iters: 8
- Fraction of layout cells with a size suffix above 1: 0.360
- Cell count listed in synth_stat.txt: 4,654
- CTS tree: done
- Slew HR: 0.192
- Setup Skew: 0.0304 ns
- Die Ht: 374 µm
- Top cells by area: dfrtp_1 53%, mux2_2 20%, a22oi_1 11%
- Vias in the first global route: 45.9k
- Via Count: 46.1k
- Setup violations, final: 1
- Area Growth Syn to Fin: 26.9%
- CTS max path bufs: 3
- Comb area: 24,400 µm²
- Tightest hold margin: 0.170 ns
- Post-synth ARST share: 1.00
- Critical R2R Launch: regfile[16][3]
- CP Cell Sequence: clkdlybuf4s50_1, or2b_1, nor2_4, buf_4, a22oi_1, nand2_1, nor4_1, buf_4, a21oi_1
- Seq. cell area: 29,300 µm²
- Drt via density: 6.47
- First-pass GRT wire length: 341 mm
- Inst Count DP: 6,879
- Max cap viols: 0
- Number of enable flip-flop cells: 0
- Yosys chip area: 55,300 µm²
- Fmax: 382 MHz
- Cell mode on critical path: buf_4
- Post-Syn Area per Cell: 11.9 µm²
- Top-count cell post-synth: dfrtp_1
- Io pins: 300
- Gate count after technology mapping: 4,654
- Initial antenna violation count: 7
- Rows: 136
- Bufs and invs on worst path: 3
- Req. time, crit path: 3.26 ns
- Final Cycle Share: 1.01
- Fin area: 70,200 µm²
- Slew at the pin with the worst max-slew slack: 1.21 ns
per-layer routing:
layer  routed length [µm]  track usage  share of wire  up-vias
li1                     -            -              -    18659
met1                90700        0.481           0.37    23170
met2               100000        0.486           0.41     3432
met4                13900        0.151          0.057       15
met5                  202       0.0141        0.00083        -
met3                37600        0.203           0.16      779
cells by family after synthesis:
| logic type | count (synthesis) | synth area share |
|---|---|---|
| AND-OR/OR-AND | 1093 | 0.148 |
| buffers and inverters | 473 | 0.0394 |
| flip-flops | 1172 | 0.530 |
| multiplexers | 1022 | 0.207 |
| AND/OR/NAND/NOR | 894 | 0.0756 |
sequential cells by signal, summed over array words and instances (netlist names):
register	cells
regfile	1024
id_ex_pc	32
id_ex_rs1	32
id_ex_rs2	32
id_ex_ir	24
id_ex_imm	20
id_ex_funct7	6
id_ex_funct3	2
cell type report:
class	count	share of cell area
multi-input combinational	3009	0.348
inverter	16	0.000855
antenna	3	0.000107
clock buffer	190	0.0545
timing repair buffer	896	0.142
sequential	1172	0.418
tap	1794	0.0320
clock inverter	39	0.00575
cell usage in the layout, fill, tap and decap left out, types with 39 or more instances in the layout:
cell	Yosys	routed
clkdlybuf4s50_1	0	269
buf_4	37	421
a21oi_1	76	76
nor3_1	49	41
nor2_4	2	66
nor2_1	169	110
a22oi_1	841	841
nand4_1	39	39
buf_12	0	202
dfrtp_1	1172	1172
mux2_2	986	986
nand2_1	399	387
clkbuf_16	0	137
nor4_1	62	62
through the flow:
stage	power [mW]	TNS, ns
global route	54.1	0
finish	52.3	-0.0159
floorplan	29.1	0
CTS	52.3	0
detailed placement	33.7	-28.88
global placement	33.5	-28.28
power by group:
group / internal [mW] / switching (mW)
Combinational: 4.55 / 3.18
Sequential: 22.2 / 3.76
Clock: 10.7 / 7.88
final timing paths:
kind | to | slack [ns] | cells past startpoint
min | id_ex_pc[29] | 0.17 | 1
min in group asynchronous | id_ex_ir[18] | 0.52 | 3
max | id_ex_rs2[17] | -0.02 | 9
min reg2reg | regfile[0][3] | 0.51 | 1
max in group asynchronous | id_ex_rs2[4] | 1.41 | 3
max reg2reg | id_ex_rs1[3] | 0.79 | 6
what timing repair did:
item / in CTS / in global routing
pin swaps: 0 / 2
setup buffers: 0 / 5
endpoints found under the hold margin: 40 / 0
endpoints found under the setup margin: 1 / 2
resized: 1 / 2
hold buffers: 3 / 0
No activity file was given, so power comes from the tool's default toggle rates.
