## design.v

```verilog
`timescale 1ns/1ps
module rv_alu(
    input  wire             clk,
    input  wire             rst,
    input  wire     [31:0]  id_ex_ir,
    input  wire     [31:0]  id_ex_pc,
    input  wire     [31:0]  id_ex_rs1,
    input  wire     [31:0]  id_ex_rs2,
    input  wire     [19:0]  id_ex_imm,
    input  wire     [2:0]   id_ex_funct3,
    input  wire     [6:0]   id_ex_funct7,
    output  reg     [31:0]  ex_mem_ir,
    output  reg     [31:0]  ex_mem_alu_out,
    output  reg     [31:0]  ex_mem_rs2,
    output  reg             ex_if_cond_br
);
    wire inv_a, inv_b;
    wire [31:0] mux_alu_r;
    wire [31:0] mux_alu_i;
    wire [31:0] mux_alu_s;
    wire [31:0] mux_alu_b;
    wire [31:0] mux_alu_u;
    wire [31:0] mux_alu_j;
    wire [6:0]  opcode;
    reg [31:0] mux_alu_out;
    assign opcode = id_ex_ir[6:0];
    rv_alu_r alu_r(
        .rs1_in(id_ex_rs1),
        .rs2_in(id_ex_rs2),
        .funct3(id_ex_funct3),
        .funct7_r(id_ex_funct7[5]),
        .rd_out(mux_alu_r)
    );
    rv_alu_i alu_i(
        .rs1_in(rs1_in),
        .imm_in(imm_in),
        .funct3(funct3),
        .funct7_r(id_ex_funct7[5]),
        .rd_out(mux_alu_i)
    );
    always @ (posedge clk or negedge rst) begin
        if(!rst) begin
            ex_mem_ir       <= 32'b0;
            ex_mem_alu_out  <= 32'b0;
            ex_mem_rs2      <= 32'b0;
        end
        else begin
            ex_mem_ir       <= id_ex_ir;
            ex_mem_alu_out  <= mux_alu_out;
            ex_mem_rs2      <= id_ex_rs2;
            ex_if_cond_br   <= 1'b0;  
        end
    end  
    always @(*) begin
        case(opcode)
            7'b011_0011:    mux_alu_out = mux_alu_r;
            7'b000_0011, 7'b001_0011:    mux_alu_out = mux_alu_i;
            default:    mux_alu_out = 32'b0;
        endcase
    end
endmodule  
`timescale 1ns/1ps
module rv_alu_i(
    input unsigned [31:0] rs1_in,
    input unsigned [31:0] imm_in,
    input           [2:0] funct3,
    input                 funct7_r,
    output         [31:0] rd_out
);
    localparam OP_ADDI  = 4'b0_000;
    localparam OP_SLLI  = 4'b0_001;
    localparam OP_SLTI  = 4'b0_010;
    localparam OP_SLTIU = 4'b0_011;
    localparam OP_XORI  = 4'b0_100;
    localparam OP_SRLI  = 4'b0_101;
    localparam OP_SRAI  = 4'b1_101;
    localparam OP_ORI   = 4'b0_110;
    localparam OP_ANDI  = 4'b0_111;
    wire signed [31:0]  rs1_signed;
    wire signed [31:0]  imm_signed;
    wire        [3:0]   funct;    
    assign rs1_signed   = rs1_in;
    assign imm_signed   = imm_in;
    assign funct        = {funct7_r, funct3};
    always @(*) begin
        rd_out = 32'h0;
        case (funct)
            OP_ADDI:  rd_out = rs1_signed + imm_signed;
            OP_SLLI:  rd_out = rs1_in << imm_in[4:0];
            OP_SLTI:  rd_out = (rs1_signed < imm_signed) ? 1 : 0;
            OP_SLTIU: rd_out = (rs1_in < imm_in) ? 1 : 0;
            OP_XORI:  rd_out = rs1_in ^ imm_in;
            OP_SRLI:  rd_out = rs1_in >> imm_in[4:0];
            OP_SRAI:  rd_out = rs1_signed >>> imm_signed[4:0];
            OP_ORI:   rd_out = rs1_in | imm_in;
            OP_ANDI:  rd_out = rs1_in & imm_in;
            default: rd_out = 32'h0;
        endcase
    end
endmodule  
`timescale 1ns/1ps
module rv_alu_r(
    input unsigned [31:0] rs1_in,
    input unsigned [31:0] rs2_in,
    input           [2:0] funct3,
    input                 funct7_r,
    output reg     [31:0] rd_out
);
    localparam OP_ADD  = 4'b0_000;
    localparam OP_SUB  = 4'b1_000;
    localparam OP_SLL  = 4'b0_001;
    localparam OP_SLT  = 4'b0_010;
    localparam OP_SLTU = 4'b0_011;
    localparam OP_XOR  = 4'b0_100;
    localparam OP_SRL  = 4'b0_101;
    localparam OP_SRA  = 4'b1_101;
    localparam OP_OR   = 4'b0_110;
    localparam OP_AND  = 4'b0_111;
    wire signed [31:0]  rs1_signed;
    wire signed [31:0]  rs2_signed;
    wire        [3:0]   funct;    
    assign rs1_signed   = rs1_in;
    assign rs2_signed   = rs2_in;
    assign funct        = {funct7_r, funct3};
    always @(*) begin
        rd_out = 32'h0;
        case (funct)
            OP_ADD:  rd_out = rs1_signed + rs2_signed;
            OP_SUB:  rd_out = rs1_signed - rs2_signed;
            OP_SLL:  rd_out = rs1_in << rs2_in[4:0];
            OP_SLT:  rd_out = (rs1_signed < rs2_signed) ? 1 : 0;
            OP_SLTU: rd_out = (rs1_in < rs2_in) ? 1 : 0;
            OP_XOR:  rd_out = rs1_in ^ rs2_in;
            OP_SRL:  rd_out = rs1_in >> rs2_in[4:0];
            OP_SRA:  rd_out = rs1_signed >>> rs2_signed[4:0];
            OP_OR:   rd_out = rs1_in | rs2_in;
            OP_AND:  rd_out = rs1_in & rs2_in;
            default: rd_out = 32'h0;
        endcase
    end
endmodule  
```

## constraint.sdc

```tcl
current_design rv_alu

set clk_period 1.0
set clk_io_pct 0.2

create_clock -name clk0 -period $clk_period [get_ports {clk}]

set non_clock_inputs [all_inputs -no_clocks]
set_input_delay [expr $clk_period * $clk_io_pct] -clock clk0 $non_clock_inputs
set_output_delay [expr $clk_period * $clk_io_pct] -clock clk0 [all_outputs]
```

## run.sh

```bash
#!/bin/bash
# OpenROAD 26Q1-2900-gdf79404cd8, Yosys 0.63+post, stock flow scripts
make -C /OpenROAD-flow-scripts/flow DESIGN_CONFIG=/design/flow/config.mk WORK_HOME=/design/flow/orfs finish
```

## config.mk

```make
export PLATFORM = sky130hd
export DESIGN_NAME = rv_alu
export DESIGN_NICKNAME = rv_alu
export VERILOG_FILES = /design/flow/design.v
export SDC_FILE = /design/flow/constraint.sdc
export NUM_CORES = 4
export LEC_CHECK = 1
export CORE_UTILIZATION = 40
```

==> notes.md <==
Implementation status.

- After synthesis the netlist holds a flip-flop and latch count of 96.
- The number of diodes is 0.
- The overall fraction of global-route tracks in use is 44.2%.
- The final critical path time including I/O delays and setup is 2.64 ns.
- The logic area is 10300 µm².
- The via count of the first global-routing pass is 15100.
- The count of input and output buffers is 197.
- The OpenROAD warning count is 154.
- The total wire length is 66100 µm.
- Headroom to the max-slew limit came out at 53.9%.
- Looking at the clock tree report, the root buffer type is sky130_fd_sc_hd__clkbuf_16.
- Endpoints with negative setup slack in the final report add up to 128.
- The ratio of cells with drive above 1 in the final layout is 53.2%.
- The top flip-flop cell by instance count after synthesis is sky130_fd_sc_hd__dfrtp_1.
- The remaining antenna violation count is 0.
- After Yosys synthesis, and, or, nand and nor cells account for 16.9% of the synthesized area.
- The fraction of the core area occupied by cells at floorplan is 41.1%.
- The power after layout is 18.5 mW.
- The multiplexer share of the synthesized area is 12.3%.
- Counting the fill cells in the layout gives 1838.
- The Yosys step of the flow raised 23 warnings.
- The congestion estimate from routability-driven global placement came to 1.05.
- The xor and xnor area share after synthesis is 1.21%.
- The total placed instance area is 17900 µm².
- The post-synthesis chip area from yosys is 11500 µm².
- In this run the full chip footprint comes out at 29500 µm².
- The library cell with the highest instance count after synthesis is sky130_fd_sc_hd__nor2_1.
- The maximum level of the CTS H-tree is 3.
- Setup total negative slack on the finished layout was measured at -48.60 ns.
- From bottom edge to top edge, the die measures 172 µm.
- The worst IR drop on VDD is 0.00103 V.
- STA puts the critical path data arrival time at 2.96 ns.
- The largest buffer count on any clock path is 2.
- The number of maximum-capacitance violations recorded for the run is 0.
- In this run the standard cell core region covers 28100 µm².
- The residual overflow from global routing is 0.
- Note, the detailed placer reported a final HPWL of 47200 µm.
- Counting pins that exceed their max-slew limit in the final report gives 0.
- The first detailed-routing pass ran for 7 iterations.
- The startpoint type of the worst setup path is a primary input.
- The post-synthesis to final-layout area growth is 82.7%.
- The cell count after synthesis is 1524.
- TritonCTS built the clock tree.
- The initial antenna violation count came to 3.
- On the reported timing paths, the clock transition at the registers reads 0.09 ns.
- The post-route worst setup slack is -1.64 ns.
- The fraction of registers with async set or reset after synthesis is 100%.
- The kind of end point of the critical path is a register.
- The floorplan report gives the top-level pin count as 257.
- The first global-routing pass estimated 93000 µm of wire.
- The main area contributors are sky130_fd_sc_hd__dfrtp_1 21%, sky130_fd_sc_hd__ha_1 11%, sky130_fd_sc_hd__a21oi_1 6.6%, sky130_fd_sc_hd__nor2_1 6.3%, sky130_fd_sc_hd__mux2i_1 5.3%.
- The share of synthesized cell area in and-or and or-and compound cells is 29.7%.
- The number of instances in the placed design is 2507.
- Across the whole layout, storage elements account for 2400 µm².
- In this run the power density over the cells is 879 nW/µm².
- The synthesized design contains 0 enable-type register cells.
- Per the final timing report, the hold violations number 0.
- The run finished, with violations left.
- The clock tree has to reach 96 sinks.
- The number of cells in the yosys synthesis report is 1524.
- The area share of the largest cell type after synthesis is 20.8%.
- The worst hold path belongs to the class primary input to register.
- Setup repair after global routing could not meet its margin everywhere.
- The netlist area before placement is 11500 µm².
- Grouping non-sequential cells by family puts the most area in AND-OR/OR-AND gates.
- Per the synthesis report, the number of distinct cell types is 86.
- The largest total area in the synthesized netlist belongs to sky130_fd_sc_hd__dfrtp_1.
- For reference, the most critical setup path is categorized as primary input to register.
- In this run, CTS created clock tree buffers numbering 9.
- Detailed routing inserted a total of 16000 vias.
- The data required time reported for the critical path is 1.32 ns.
- The post-detailed-route wirelength per cell is 24.9 µm.
- The number of vias per cell is 6.02.
- After synthesis, flip-flops and latches occupy 20.8% of the total area.
- After synthesis, the mean cell area works out to 7.57 µm².
- At the pin with the least slew margin, the transition time is 0.691 ns.
- The violation tally recorded at the end of detailed-routing iteration 0 is 1906.
- In the finished design, the share of the clock period the worst path needs comes to 264%.
- The area of all placed cells without fillers is 21100 µm².
- The arithmetic-cell share of the synthesized area counting full adders, half adders and majority gates is 11.2%.
- The worst-path maximum fanout is 3.
- The commonest cells after synthesis are 193 x sky130_fd_sc_hd__nor2_1, 151 x sky130_fd_sc_hd__a21oi_1, 114 x sky130_fd_sc_hd__nand2_1, 102 x sky130_fd_sc_hd__inv_1, 100 x sky130_fd_sc_hd__ha_1.
- In this run the horizontal extent of the chip is 172 µm.
- Summed over all cells, the static leakage comes to 9.61 nW.
- The final cell count without fillers is 2650.
- The worst slack at placement is -2.57 ns.
- According to the floorplan log, the row count is 61.
- Per the detail_route report, DRC violations left total 0.
- In this build the clock could be raised as far as 379 MHz.
- The checks that failed: negative setup slack.
- The pin count of the biggest net entering global routing is 54.
==> cell families (layout without fill, tap and decap cells) <==
| family | Yosys count | after routing |
|---|---|---|
| buffers and inverters | 235 | 983 |
| XOR/XNOR | 16 | 16 |
| multiplexers | 110 | 110 |
| AND-OR/OR-AND | 527 | 527 |
| AND/OR/NAND/NOR | 437 | 437 |
| other | 1 | 1 |
| flip-flops | 96 | 96 |
| adder cells (fa/ha/maj) | 102 | 102 |
==> path summary, 6_finish.rpt <==
path,to,start,depth (start not counted)
max,ex_mem_alu_out[30],id_ex_rs1[14],12
min,ex_mem_rs2[3],id_ex_rs2[3],1
max in group asynchronous,ex_mem_ir[16],rst,3
min in group asynchronous,ex_mem_alu_out[23],rst,2
==> area by class of cell <==
class                           count  share of cell area (%)
Clock inverter                      4                   0.249
Clock buffer                       12                    1.17
Multi-Input combinational cell   1193                    49.0
Sequential cell                    96                    11.4
Timing Repair Buffer              843                    33.2
Tap cell                          378                    2.24
Inverter                          124                    2.74
==> layer usage <==
layer	track usage (%)	part of all wire (%)	vias to the layer above	wire length, µm
li1	-	-	7047	-
met1	59.6	40	7611	26400
met2	65.2	42	1079	27800
met3	18.5	13	213	8920
met4	12.7	4.5	6	2980
met5	0	0.10	-	69
==> through the flow <==
stage	utilization (%)	hold WS, ns
CTS	71.5	0.0154
floorplan	-	-0.0956
finish	75.1	0.0254
global route	75.1	0.0183
global placement	63.6	0.112
detailed placement	63.6	0.109
==> flip-flops by register name (all words and copies together), names as in the netlist <==
signal,count
ex_mem_ir,32
ex_mem_alu_out,32
ex_mem_rs2,32
==> what timing repair did <==
| action | 4_1_cts | 5_1_grt |
|---|---|---|
| buffers inserted | 83 | 41 |
| endpoints found under the hold margin | 65 | 9 |
| gates cloned | 7 | 3 |
| gates resized | 841 | 173 |
| setup endpoints to repair | 130 | 225 |
| pin swaps | 152 | 102 |
| hold buffers | 1 | 2 |
==> layout by cell type (no fill, tap or decap), types with 12 or more instances in the layout <==
cell,count
sky130_fd_sc_hd__nor2_4,14
sky130_fd_sc_hd__clkdlybuf4s50_1,42
sky130_fd_sc_hd__inv_2,43
sky130_fd_sc_hd__o21ai_1,41
sky130_fd_sc_hd__buf_12,14
sky130_fd_sc_hd__dlygate4sd2_1,16
sky130_fd_sc_hd__a22oi_1,22
sky130_fd_sc_hd__inv_1,54
sky130_fd_sc_hd__a211oi_1,18
sky130_fd_sc_hd__buf_4,544
sky130_fd_sc_hd__ha_1,56
sky130_fd_sc_hd__nor3_1,25
sky130_fd_sc_hd__dfrtp_1,96
sky130_fd_sc_hd__a21o_1,12
sky130_fd_sc_hd__nor2_2,20
sky130_fd_sc_hd__mux2_4,12
sky130_fd_sc_hd__o21ai_0,48
sky130_fd_sc_hd__clkbuf_16,12
sky130_fd_sc_hd__mux4_2,23
sky130_fd_sc_hd__a31oi_1,15
sky130_fd_sc_hd__buf_6,76
sky130_fd_sc_hd__buf_8,19
sky130_fd_sc_hd__ha_4,36
sky130_fd_sc_hd__nor2_1,159
sky130_fd_sc_hd__mux2i_1,48
sky130_fd_sc_hd__o211ai_1,29
sky130_fd_sc_hd__o21ai_2,25
sky130_fd_sc_hd__a21oi_1,101
sky130_fd_sc_hd__inv_4,19
sky130_fd_sc_hd__buf_2,109
sky130_fd_sc_hd__a211oi_2,14
sky130_fd_sc_hd__nand2_1,100
sky130_fd_sc_hd__a21oi_2,44
sky130_fd_sc_hd__nand3_1,18
==> where the power goes <==
| part | leakage, nW | switching, mW | internal, mW | total, mW |
|---|---|---|---|---|
| Sequential | 1.19 | 0.0449 | 4.01 | 4.06 |
| Clock | 0.147 | 1.79 | 2.02 | 3.82 |
| Combinational | 8.27 | 5.53 | 5.14 | 10.7 |
==> worst max-delay path, stage by stage <==
cell and delay [ns]:
sky130_fd_sc_hd__buf_8 0.09, sky130_fd_sc_hd__clkinv_8 0.07, sky130_fd_sc_hd__ha_4 0.22, sky130_fd_sc_hd__or4_4 0.53, sky130_fd_sc_hd__or3_4 0.39, sky130_fd_sc_hd__a211oi_4 0.25
sky130_fd_sc_hd__o211ai_4 0.15, sky130_fd_sc_hd__a2bb2oi_4 0.22, sky130_fd_sc_hd__a31oi_4 0.14, sky130_fd_sc_hd__or4_4 0.43, sky130_fd_sc_hd__a31o_1 0.20, sky130_fd_sc_hd__nand3_2 0.05
No activity file was given, so power comes from the tool's default toggle rates.
